## design.v

```verilog
`timescale 1ns / 1ps
module A500_RAM(
    input RESET,
    input CPU_CLK,
    input CPU_RW,
    input CPU_AS,
    input CPU_UDS,
    input CPU_LDS,
    input [6:0] ADDRESS_LOW,
    input [23:16] ADDRESS_HIGH,
    inout [15:12] DATA,
    output INTERNAL_CYCLE,
    output CE_LOW, CE_HIGH,
    output OE_LOW, OE_HIGH,
    output WE_LOW, WE_HIGH,
    output IO_PORT_A_CS,
    output IO_PORT_B_CS
    );
reg [2:0] configured = 3'b000;
reg [2:0] shutup = 3'b000;
reg [3:0] autoConfigData = 4'b0000;
reg [7:0] autoConfigBaseFastRam = 8'b00000000;
reg [7:0] autoConfigBaseIOPortA = 8'b00000000;
reg [7:0] autoConfigBaseIOPortB = 8'b00000000;
reg writeStable = 1'b0;
wire DS = CPU_LDS & CPU_UDS;
wire AUTOCONFIG_RANGE = ({ADDRESS_HIGH[23:16]} == {8'hE8}) && ~&shutup && ~&configured;
wire AUTOCONFIG_READ = (AUTOCONFIG_RANGE && (CPU_RW == 1'b1));
wire AUTOCONFIG_WRITE = (AUTOCONFIG_RANGE && (CPU_RW == 1'b0));
wire FASTRAM_RANGE = ({ADDRESS_HIGH[23:20]} == {autoConfigBaseFastRam[7:4]}) && ~CPU_AS && configured[0];
wire FASTRAM_READ = (FASTRAM_RANGE && (CPU_RW == 1'b1) && (DS == 1'b0));
wire FASTRAM_WRITE = (FASTRAM_RANGE && (CPU_RW == 1'b0) && (writeStable == 1'b1));
wire IOPORTA_RANGE = ({ADDRESS_HIGH[23:20]} == {autoConfigBaseIOPortA[7:4]}) && ~CPU_AS && configured[1];
wire IOPORTA_READ = (IOPORTA_RANGE && (CPU_RW == 1'b1) && (DS == 1'b0));
wire IOPORTA_WRITE = (IOPORTA_RANGE && (CPU_RW == 1'b0) && (writeStable == 1'b1));
wire IOPORTB_RANGE = ({ADDRESS_HIGH[23:20]} == {autoConfigBaseIOPortB[7:4]}) && ~CPU_AS && configured[2];
wire IOPORTB_READ = (IOPORTB_RANGE && (CPU_RW == 1'b1) && (DS == 1'b0));
wire IOPORTB_WRITE = (IOPORTB_RANGE && (CPU_RW == 1'b0) && (writeStable == 1'b1));
assign INTERNAL_CYCLE = ~(FASTRAM_RANGE || IOPORTA_RANGE || IOPORTB_RANGE);
always @(negedge CPU_CLK or posedge CPU_AS) begin
    if (CPU_AS == 1'b1)
        writeStable <= 1'b0;
    else begin
        if ((CPU_AS == 1'b0) && (CPU_RW == 1'b0) && (DS == 1'b0))
            writeStable <= 1'b1;
        else
            writeStable <= 1'b0;
    end
end        
always @(negedge DS or negedge RESET) begin
    if (RESET == 1'b0) begin
        configured[2:0] <= 3'b000;
        shutup[2:0] <= 3'b000;
        autoConfigBaseFastRam[7:0] <= 8'h0;
        autoConfigBaseIOPortA[7:0] <= 8'h0;
        autoConfigBaseIOPortB[7:0] <= 8'h0;
    end else begin
       if (AUTOCONFIG_WRITE == 1'b1) begin
            case (ADDRESS_LOW)
                8'h24: begin
                    if (configured[2:0] == 3'b000) begin
                        autoConfigBaseFastRam[7:4] <= DATA[15:12];      
                        configured[0] <= 1'b1;
                    end
                    if (configured[2:0] == 3'b001) begin
                        autoConfigBaseIOPortA[7:4] <= DATA[15:12];      
                        configured[1] <= 1'b1;
                    end
                    if (configured[2:0] == 3'b011) begin
                        autoConfigBaseIOPortB[7:4] <= DATA[15:12];      
                        configured[2] <= 1'b1;
                    end
                end
                8'h25: begin
                    if ({configured[2:0] == 3'b000}) autoConfigBaseFastRam[3:0] <= DATA[15:12];    
                    if ({configured[0] == 1'b1}) autoConfigBaseIOPortA[3:0] <= DATA[15:12];        
                    if ({configured[1] == 1'b1}) autoConfigBaseIOPortB[3:0] <= DATA[15:12];        
                end
                8'h26: begin
                    if ({configured[0] == 1'b1}) shutup[0] <= 1'b1;    
                    if ({configured[1] == 1'b1}) shutup[1] <= 1'b1;    
                    if ({configured[2] == 1'b1}) shutup[2] <= 1'b1;    
                end
            endcase
        end
        if (AUTOCONFIG_READ == 1'b1) begin
           case (ADDRESS_LOW)
                8'h00: begin
                    if ({configured[2:0] == 3'b000}) autoConfigData <= 4'hE;      
                    if ({configured[2:0] == 3'b001}) autoConfigData <= 4'hC;      
                    if ({configured[2:0] == 3'b011}) autoConfigData <= 4'hC;      
                end
                8'h01: begin
                    if ({configured[2:0] == 3'b000}) autoConfigData <= 4'h5;      
                    if ({configured[2:0] == 3'b001}) autoConfigData <= 4'h1;      
                    if ({configured[2:0] == 3'b011}) autoConfigData <= 4'h1;      
                end
                8'h02: autoConfigData <= 4'h9;      
                8'h03: begin
                    if ({configured[2:0]} == {3'b000}) autoConfigData <= 4'h8;      
                    if ({configured[2:0]} == {3'b001}) autoConfigData <= 4'h9;      
                    if ({configured[2:0]} == {3'b011}) autoConfigData <= 4'hA;      
                end
                8'h04: autoConfigData <= 4'h7;   
                8'h05: autoConfigData <= 4'hF;
                8'h06: autoConfigData <= 4'hF;   
                8'h07: autoConfigData <= 4'hF;
                8'h08: autoConfigData <= 4'hF;   
                8'h09: autoConfigData <= 4'h8;
                8'h0A: autoConfigData <= 4'h4;   
                8'h0B: autoConfigData <= 4'h6;                
                8'h0C: autoConfigData <= 4'hA;   
                8'h0D: autoConfigData <= 4'hF;
                8'h0E: autoConfigData <= 4'hB;   
                8'h0F: autoConfigData <= 4'hE;
                8'h10: autoConfigData <= 4'hA;   
                8'h11: autoConfigData <= 4'hA;
                8'h12: autoConfigData <= 4'hB;   
                8'h13: autoConfigData <= 4'h3;
                default: 
                    autoConfigData <= 4'hF;
            endcase
        end
     end
end
assign {DATA[15:12]} = (AUTOCONFIG_READ == 1'b1) ? autoConfigData : 4'bZZZZ;
assign CE_LOW = ~(FASTRAM_RANGE);
assign CE_HIGH = ~(FASTRAM_RANGE);
assign OE_LOW = ~(FASTRAM_READ && ~CPU_LDS);
assign OE_HIGH = ~(FASTRAM_READ && ~CPU_UDS);
assign WE_LOW = ~(FASTRAM_WRITE && ~CPU_LDS);
assign WE_HIGH = ~(FASTRAM_WRITE && ~CPU_UDS);
assign IO_PORT_A_CS = ~(IOPORTA_READ || IOPORTA_WRITE);
assign IO_PORT_B_CS = ~(IOPORTB_READ || IOPORTB_WRITE);
endmodule
```

## run.sh

```bash
#!/bin/bash
# OpenROAD 26Q1-2900-gdf79404cd8, Yosys 0.63+post, stock flow scripts
make -C /OpenROAD-flow-scripts/flow DESIGN_CONFIG=/design/flow/config.mk WORK_HOME=/design/flow/orfs finish
```

## constraint.sdc

```tcl
current_design A500_RAM

set clk_period 1.5
set clk_io_pct 0.2

create_clock -name clk0 -period $clk_period [get_ports {CPU_CLK}]

set non_clock_inputs [all_inputs -no_clocks]
set_input_delay [expr $clk_period * $clk_io_pct] -clock clk0 $non_clock_inputs
set_output_delay [expr $clk_period * $clk_io_pct] -clock clk0 [all_outputs]
```

## config.mk

```make
export PLATFORM = sky130hd
export DESIGN_NAME = A500_RAM
export DESIGN_NICKNAME = A500_RAM
export VERILOG_FILES = /design/flow/design.v
export SDC_FILE = /design/flow/constraint.sdc
export NUM_CORES = 4
export LEC_CHECK = 1
export CORE_UTILIZATION = 30
```

==> Changelog: implementation <==
### Physical design

* GPL Wtd Cong at 0.8660
* Fraction of registers with async set/reset at 0.8261
* Synth cell types at 46
* Register share after synthesis at 0.4100
* Placed cells at 225
* Synthesized area at 1453 sq um
* Last stage: clock tree synthesis (4_1_cts)
* Row count at 24
* Top-area cell share at 0.3273
* CTS Hold Bufs at 0
* I/O pin cnt at 34
* DP HPWL at 2587 um
* Register pins left without a clock at 22
* Synth Instances at 140
* Main flop type: dfrtn_1
* Synth Register Bits at 23
* Endpoints left unconstrained at 30
* CTS resizes at 77
* Synth warn at 2
* Run status: did not finish
* Yosys chip area at 1453 sq um
* Dominant cell type by area after synthesis: dfrtn_1
* Port Buffers at 29
* First Err: [error] [KeplerFormal.cpp:679] Workflow failed: Iso has multiple drivers: .DATA12, DATA[12]$_DFFE_NP_.Q0
* Syn Area/Cell at 10.38 sq um
* Die height at 71.59 um
* Die Width at 71.59 um
* Number of enable flip-flop cells at 4
* Biggest area cells: dfrtn_1 (33%), mux2_2 (9.3%), edfxtp_1 (8.3%), nor4_4 (4.4%), xor2_1 (3.0%)
* Starting Density at 0.3225
* # Cells Yosys at 140
* Setup Buffers After CTS at 10
-- synthesized netlist by cell type, types with 2 or more instances --
cell type and count:
a21oi_1 4, a41o_1 3, and4b_1 2, buf_2 3, dfrtn_1 19, edfxtp_1 4
inv_1 10, mux2_2 12, nand2_1 11, nand2b_1 4, nand3_1 4, nor2_1 5
nor2b_1 3, nor3_1 3, nor4_1 2, nor4_4 3, nor4b_1 2, o21ai_0 3
o221ai_1 4, or2_2 4, or3_1 5, xnor2_1 2, xor2_1 5
-- through the flow --
stage               setup WS [ns]  utilization  power [mW]  area [sq um]
floorplan                 -0.2264            -      0.1410          1455
detailed placement        -0.9460       0.4103      0.2449          1848
global placement          -0.9160       0.4103      0.2406          1848
-- kinds of logic after synthesis --
| group | after synthesis | share of synthesized area |
|---|---|---|
| simple gates | 58 | 0.2808 |
| compound gates | 24 | 0.1223 |
| flops | 23 | 0.4100 |
| buf+inv | 16 | 0.05168 |
| mux | 12 | 0.09302 |
| xor+xnor | 7 | 0.04221 |
Power and IR drop assume default switching activity.
